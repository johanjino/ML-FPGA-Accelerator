[flow/design.v]
`timescale 1ns/1ps
module matrix_multiplier #(
  parameter int DATA_WIDTH  = 8,
  parameter int A_ROWS  = 2,
  parameter int B_COLUMNS  = 2,
  parameter int A_COLUMNS_B_ROWS  = 2,
  parameter int C_DATA_WIDTH = (2 * DATA_WIDTH) + $clog2(A_COLUMNS_B_ROWS)
) (
  input                           clk_i,
  input                           reset_i,
  input                           valid_i,
  output logic                    valid_o,
  input        [DATA_WIDTH-1:0]   a_i[A_ROWS * A_COLUMNS_B_ROWS],
  input        [DATA_WIDTH-1:0]   b_i[A_COLUMNS_B_ROWS * B_COLUMNS],
  output logic [C_DATA_WIDTH-1:0] c_o[A_ROWS * B_COLUMNS]
);
  logic [C_DATA_WIDTH-1:0] c_calc[A_ROWS * B_COLUMNS];
  always @(*) begin : multiply
    logic [C_DATA_WIDTH-1:0] c_element;
    for (int i = 0; i < A_ROWS; i = i + 1) begin : C_ROWS
      for (int j = 0; j < B_COLUMNS; j = j + 1) begin : C_COLUMNS
        c_element = 0;
        for (int k = 0; k < A_COLUMNS_B_ROWS; k = k + 1) begin : DOT_PRODUCT
          c_element = c_element + (a_i[(i * A_COLUMNS_B_ROWS) + k] * b_i[(k * B_COLUMNS) + j]);
        end
        c_calc[(i * B_COLUMNS) + j] = c_element;
      end
    end
  end
  always @(posedge clk_i) begin : proc_reg
    if (reset_i) begin
      valid_o <= 1'b0;
      for (int idx = 0; idx < (A_ROWS * B_COLUMNS); idx++) begin
        c_o[idx] <= '0;
      end
    end else begin
      valid_o <= valid_i;
      for (int idx = 0; idx < (A_ROWS * B_COLUMNS); idx++) begin
        c_o[idx] <= c_calc[idx];
      end
    end
  end
  initial begin
    integer idx;
    $dumpfile("dump.vcd");
    $dumpvars(1, matrix_multiplier);
    $dumpvars(1, a_i);
    $dumpvars(1, b_i);
    $dumpvars(1, c_o);
  end
endmodule
[flow/run.sh]
#!/bin/bash
# OpenROAD 26Q1-2900-gdf79404cd8, Yosys 0.63+post, stock flow scripts
make -C /OpenROAD-flow-scripts/flow DESIGN_CONFIG=/design/flow/config.mk WORK_HOME=/design/flow/orfs finish
[flow/config.mk]
export PLATFORM = sky130hd
export DESIGN_NAME = matrix_multiplier
export DESIGN_NICKNAME = matrix_multiplier
export VERILOG_FILES = /design/flow/design.v
export SDC_FILE = /design/flow/constraint.sdc
export NUM_CORES = 4
export LEC_CHECK = 1
export CORE_UTILIZATION = 30
export SYNTH_HDL_FRONTEND = slang
[flow/constraint.sdc]
current_design matrix_multiplier

set clk_period 9.8
set clk_io_pct 0.2

create_clock -name clk0 -period $clk_period [get_ports {clk_i}]

set non_clock_inputs [all_inputs -no_clocks]
set_input_delay [expr $clk_period * $clk_io_pct] -clock clk0 $non_clock_inputs
set_output_delay [expr $clk_period * $clk_io_pct] -clock clk0 [all_outputs]
==> impl_metrics.toml <==
# implementation run metrics
[global_routing]
grt_max_degree = 47
grt_pass1_wl_mm = 78.41
grt_usage_pct = 15.65
grt_pass1_vias = 15300
antenna_found_initial = 4
grt-ovfl-total = 0

[synth]
ys_async_sr_fraction_pct = 0
synthMuxAreaShare_pct = 0.2824
synth_cells = 2163
yosysTopAreaCell = "fa_1"
synthTopCellsByArea = "fa_1 (40%), ha_1 (17%), and2_1 (11%)"
yosysChipArea_sq_mm = 0.01950
syn_area_per_cell_sq_um = 9.014
ff_type = "dfxtp_1"
topCombFamilyByArea = "adder cells"
yosysWarningCount = 0
ys_sh_aoi_pct = 5.044
adder_share_pct = 56.52
ys_types = 52
netlist_area_sq_mm = 0.01950
synth-xor-area-share_pct = 1.707
ys.flops = 69
yosysSeqAreaShare_pct = 7.085
edf_count = 0
simple_gate_share_pct = 17.69
top_area_share_pct = 39.84
ys_cells = 2163

[cells_and_area]
lay_top_cells = "inv_1 (532), fa_1 (388), and2_1 (336)"
mostFrequentLayoutCell = "inv_1"
fillCellCount = 6407
syn_to_final_growth_pct = 13.15
drive_gt1_share_pct = 1.598
stdcell_count = 3109

[floorplan]
chip_area_sq_mm = 0.06602
fp_util_pct = 30.30
core_area_sq_mm = 0.06435
ioPinCount = 136
rows = 93
die_x_um = 256.9
die_h_um = 256.9

[cts]
cts_made_buffers = 9
clockBufferDepth = 2
ctsHoldBuffers = 0
cts_tree = "done"
cts_resized = 0
root_buffer = "clkbuf_16"
path_clk_slew_ns = 0.06
cts_setup_buffers = 0
clkSinkCount = 69
htreeDepth = 3

[power]
combPwrFrac_pct = 88.7
power.switching_mw = 3.873
ir_drop_mv = 0.3214
p_leak_nw = 11.30
switching_share_pct = 52.30
power.share.clock_pct = 5.1
seqPwrFrac_pct = 6.3
p_int_mw = 3.532
cellPowerDensity_mw_per_mm2 = 335.7

[timing]
setup_viol = 0
fin_tns_setup_ns = 0
fin_crit_sh_pct = 79.76
hold_violations = 0
maxSlewHeadroom_pct = 44.26
worstMarginPinSlew_ns = 0.8335
clock.fmax_mhz = 127.9
fin_ws_ns = 1.984
layout_min_cycle_time_ns = 7.816
drv_slew = 0
rsz0062_at_grt = "no"

[place]
place_congestion = 0.8560
post-place-ws_ns = 1.646
dpl.cell_count = 3093
hpwl_mm = 37.54
io_buffers = 135

[route]
dr.pass1.iters = 5
drt_iter0_markers = 450
wl_per_cell_um = 14.80
vias = 14060
ant_nets = 0
routed_wl_mm = 46.03
vias_per_cell = 4.521
drcViolationCount = 0

[critical_path]
cp_max_fo = 16
worst_setup_path_end_kind = "flip-flop"
worstSetupPathType = "input pin to flip-flop"
critPathArrivalTime_ns = 8.05
start_kind = "input pin"
cp.required_ns = 10.03

[flow_run]
maxCapViolCount = 0
warnings = 25

[worst_hold_path]
min_to = "c_o[46]"
min-delay-start = "reset_i"
worstHoldPathType = "input pin to flip-flop"
min_path_cells = 2

[status]
run_status = "complete, no violations"
-- cell families after synthesis --
family / count (synthesis)
adders and majority gates: 648
AOI/OAI and AO/OA: 141
xor gates and xnor gates: 38
and+or+nand+nor: 656
muxes: 5
buffers and inverters: 606
DFF: 69
-- worst max-delay path, cell delays in order --
cell and delay, ns:
clkdlybuf4s50_1 0.84, and2_1 0.41, fa_1 0.54, inv_1 0.05
fa_1 0.53, inv_1 0.05, fa_1 0.49, fa_1 0.45
fa_1 0.50, inv_1 0.05, fa_1 0.47, inv_1 0.04
ha_1 0.34, and3_1 0.17, a221oi_1 0.48, a22oi_1 0.20
a31oi_1 0.26, xor2_1 0.17, nor2_1 0.05
-- area by class of cell --
type	instances	area (sq um)	area share, %
Antenna cell	1	2.502	0.01134
Clock buffer	11	242.7	1.100
Clock inverter	4	72.57	0.3289
Inverter	532	1997	9.052
Multi-Input combinational cell	1488	15840	71.81
Sequential cell	69	1381	6.261
Tap cell	855	1070	4.849
Timing Repair Buffer	149	1454	6.590
-- state kept, by name (all words and copies together), names as in the netlist --
name and count:
valid_o 1, c_o 68
-- through the flow --
stage               hold slack, ns  cell area [sq um]  util [%]  power (mW)
global placement             2.411              21740     33.79       7.060
finish                       2.018              22060     34.28       7.405
detailed placement           2.419              21740     33.79       7.105
floorplan                    2.088              19500         -       5.525
global route                 2.033              22060     34.28       8.529
CTS                          1.999              22060     34.28       7.557
-- how the worst max path moves through the flow --
stage,cells past startpoint,end,start,slack [ns]
CTS,18,c_o[29],b_i[25],2.05
global route,19,c_o[33],b_i[28],1.70
finish,19,c_o[29],b_i[10],1.98
-- cell usage after synthesis (all sizes together), types with 9 or more instances --
| cell type | n |
|---|---|
| a211oi | 14 |
| a21o | 23 |
| a21oi | 27 |
| and2 | 336 |
| clkbuf | 70 |
| dfxtp | 69 |
| fa | 388 |
| ha | 260 |
| inv | 532 |
| nand2 | 196 |
| nor2 | 64 |
| nor2b | 21 |
| nor3 | 9 |
| o21ai | 24 |
| o21bai | 11 |
| xnor2 | 22 |
| xor2 | 16 |
-- power by group through the flow --
stage	sequential (mW)	clock [mW]	combinational, mW
after CTS	0.469	0.402	6.69
final	0.464	0.375	6.57
after global routing	0.475	0.411	7.64
-- layer usage --
| layer | part of all wire [%] | wire [um] | GRT usage (%) |
|---|---|---|---|
| met5 | 0.20 | 93 | 0.8041 |
| met1 | 44 | 20060 | 22.07 |
| met3 | 11 | 4892 | 7.149 |
| met2 | 44 | 20430 | 23.33 |
| met4 | 1.2 | 548 | 1.554 |
Power is estimated from default activity; no workload was simulated.
