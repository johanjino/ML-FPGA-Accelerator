[./config.mk]
export PLATFORM = sky130hd
export DESIGN_NAME = matrix_layout
export DESIGN_NICKNAME = matrix_layout
export VERILOG_FILES = /design/flow/design.v
export SDC_FILE = /design/flow/constraint.sdc
export NUM_CORES = 4
export LEC_CHECK = 1
export CORE_UTILIZATION = 30
export SYNTH_HDL_FRONTEND = slang
[./constraint.sdc]
current_design matrix_layout

set clk_period 17.0
set clk_io_pct 0.2

create_clock -name clk0 -period $clk_period

set non_clock_inputs [all_inputs -no_clocks]
set_input_delay [expr $clk_period * $clk_io_pct] -clock clk0 $non_clock_inputs
set_output_delay [expr $clk_period * $clk_io_pct] -clock clk0 [all_outputs]
[./design.v]
module matrix_layout #(parameter DATA_WIDTH = 32,
                                    MAX_ROWS = 2,
                                    MAX_COLS = 2
    )(
        input logic  [DATA_WIDTH-1:0] matrix_A [MAX_ROWS-1:0][MAX_COLS-1:0] ,
        input logic  [DATA_WIDTH-1:0] matrix_B [MAX_ROWS-1:0][MAX_COLS-1:0] ,
        output logic [DATA_WIDTH-1:0] matrix_C [MAX_ROWS-1:0][MAX_COLS-1:0]
    );
  always_comb begin : MatrixCalculation
    matrix_C[0][0] = (matrix_A[0][0] * matrix_B[0][0]) + (matrix_A[0][1] * matrix_B[1][0]);
    matrix_C[0][1] = (matrix_A[0][0] * matrix_B[0][1]) + (matrix_A[0][1] * matrix_B[1][1]);
    matrix_C[1][0] = (matrix_A[1][0] * matrix_B[0][0]) + (matrix_A[1][1] * matrix_B[1][0]);
    matrix_C[1][1] = (matrix_A[1][0] * matrix_B[0][1]) + (matrix_A[1][1] * matrix_B[1][1]);
  end
endmodule
[./run.sh]
#!/bin/bash
# OpenROAD 26Q1-2900-gdf79404cd8, Yosys 0.63+post, stock flow scripts
make -C /OpenROAD-flow-scripts/flow DESIGN_CONFIG=/design/flow/config.mk WORK_HOME=/design/flow/orfs finish
==> results.txt <==
die area: 433,300 um^2
Post-Syn Area: 129,200 um^2
PostCTS Resize Cnt: 0
# clk buffers: 0
Boundary Pins: 384
Max-cap violations: 0
vias per std cell: 4.598
Detailed Route WL: 450.6 mm
Yosys warning count: 0
hold_buf cts: 0
Worst Hold Class: in2out
Core Footprint: 427,900 um^2
Area Growth Syn to Fin: 8.238%
placed insts: 20,040
vias in the first global route: 102,800
Avg WL per Cell: 22.37 um
Avg Cell Area, Syn: 8.944 um^2
# Cells Yosys: 14,450
fin area: 139,800 um^2
non-filler cells, final: 20,140
Row Count: 240
RSZ-0062 raised after global routing: no
register share after synthesis: 0%
tool warnings: 33
placed inst area: 139,600 um^2
# setup viols final: 0
global-route usage over all layers: 22.65%
area share, top type: 53.92%
initial antenna violation count: 139
dpl hpwl: 383.1 mm
Multi-input gate area: 111,800 um^2
CP Launch Type: input port
critical path capture point type: output pin
Distinct lib cells used: 70
Die Ht: 658.3 um
Final min period: 16.46 ns
Worst Path Arrival: 13.06 ns
initial drt markers: 4,075
synthesized instance count: 14,450
FP Core Util: 30.19%
post-route ant nets: 0
routability congestion estimate: 1.016
status: completed
Fillers: 44,280
Final period util: 96.81%
chip width: 658.3 um
Crit Path Class: in2out
Total Neg Setup Slack: 0 ns
IO buf count: 384
DR DRC count: 0
measured slew at the worst slew-check pin: 1.046 ns
pin count of the biggest net entering global routing: 61
Setup Fix Bufs, Post-CTS: 0
Final Max Tran Viols: 0
total grt overflow: 0
share of cells above drive strength 1: 3.574%
yosys synthesis chip area: 129,200 um^2
Hold Vio Cnt, Final: 0
total number of vias: 92,600
fmax: 60.76 MHz
CP Data Required Time: 13.60 ns
top-count cell post-synth: inv_1
area leader, netlist: fa_1
first-pass GRT wire length: 679.1 mm
crit path max fanout: 14
flop count: 0
FF+latch area: 0 um^2
Max-slew headroom: 30.04%
ranking of synthesized cells by area: fa_1 (54%), inv_1 (11%), and2_1 (10%)
drt pass-1 iters: 6
Commonest cells post-synth: inv_1 (3,778), fa_1 (3,480), nand2_1 (2,154), and2_1 (2,117), ha_1 (1,020)
worst max-delay path, stage by stage:
cell	delay (ns)
clkdlybuf4s50_1	0.96
and2_1	0.45
fa_1	0.48
inv_1	0.05
fa_1	0.49
inv_1	0.05
fa_1	0.49
inv_1	0.06
fa_1	0.55
inv_1	0.06
fa_1	0.48
fa_1	0.60
fa_1	0.44
fa_1	0.46
fa_1	0.49
inv_1	0.05
fa_1	0.47
inv_1	0.04
ha_1	0.32
and3_1	0.18
or4_1	0.46
o21ai_0	0.08
a31oi_1	0.11
buf_4	0.24
a221oi_2	0.41
nor2b_1	0.09
o311ai_1	0.48
clkdlybuf4s50_1	0.58
cell type report:
| cell class | instances | area share, % |
|---|---|---|
| Tap cell | 5687 | 5.088 |
| Inverter | 3778 | 10.14 |
| Timing Repair Buffer | 750 | 4.615 |
| Antenna cell | 99 | 0.1771 |
| Multi-Input combinational cell | 9824 | 79.98 |
metal layers:
layer	track usage, %	wire (um)
met2	35.63	215100
met4	13.54	35280
met1	26.45	156200
met3	8.875	43700
met5	0.3103	295
cells in the final DEF, fill, tap and decap left out, types with 4 or more instances in the layout:
master           instances
fa_1                  3480
and2_1                2117
o21ai_0                 39
xnor2_1                485
nor3_1                  17
a21o_1                  51
and4_1                   6
buf_4                  329
and3_1                  10
nor2b_1                 17
inv_1                 3778
a31o_2                   4
nand2_1               2154
a211oi_1                11
clkdlybuf4s50_1        264
a31oi_1                  5
ha_1                  1020
o21bai_1                15
or3_1                    4
o21a_1                  19
nor2_1                  52
o21ai_1                 12
a21oi_1                 93
xor2_1                 113
nand2b_1                 9
buf_12                  37
diode_2                 99
nand3_1                 21
buf_2                  120
or2_2                    5
stage by stage:
| step | hold slack (ns) | worst slack [ns] | utilization, % |
|---|---|---|---|
| floorplan | 7.264 | 2.405 | - |
| global placement | 7.835 | 0.4932 | 32.62 |
| detailed placement | 7.829 | 0.5517 | 32.62 |
| CTS | 7.836 | 0.4865 | 32.62 |
| global route | 7.870 | 0.1669 | 32.67 |
| finish | 7.824 | 0.5428 | 32.68 |
final timing paths:
path,startpoint,endpoint,slack (ns),cells after the start
setup / recovery,matrix_A[49],matrix_C[61],0.54,28
hold / removal,matrix_A[64],matrix_C[96],7.82,4
logic make-up after synthesis:
kind of cell | Yosys count | synth area share (%)
mux | 1 | 0.007748
simple gates | 4425 | 17.14
buf+inv | 4622 | 13.43
compound gates | 300 | 1.567
fa+ha+maj | 4500 | 63.80
xor+xnor | 598 | 4.054
